$ cat /design/flow/design.v
module uart_rx#(
    parameter BAUD_RATE = 9600,
    parameter CLOCK_FREQUENCY = 100_000_000  
)(
    input i_clk,
    input i_rstn,        
    input i_rx_serial,
    output reg o_rx_dv,  
    output reg [7:0] o_rx_byte
);
localparam CLOCKS_PER_BIT = CLOCK_FREQUENCY / BAUD_RATE;
localparam IDLE = 2'b00,
           START_BIT = 2'b01,
           DATA_BYTE = 2'b10,
           STOP_BIT = 2'b11;
reg [1:0] state = 0;
reg [2:0] bit_index = 0;     
reg [($clog2(CLOCKS_PER_BIT))-1 : 0] clk_cnt = 0;    
always@(posedge i_clk)begin
    if(~i_rstn)begin
        o_rx_byte <= 0;
        state <= IDLE;
        bit_index <= 0;
        clk_cnt <= 0;
    end
    else begin
        case(state)
            IDLE: begin
                clk_cnt <= 0;
                bit_index <= 0;
                o_rx_dv <= 0;
                if(i_rx_serial == 1'b0)
                    state <= START_BIT;
                else
                    state <= IDLE;
            end
            START_BIT: begin
                if(clk_cnt == CLOCKS_PER_BIT / 2) begin
                    state <= DATA_BYTE;
                    clk_cnt <= 0;
                end
                else begin
                    clk_cnt <= clk_cnt + 1;
                    state <= START_BIT;
                end
            end
            DATA_BYTE: begin
                if(clk_cnt == CLOCKS_PER_BIT-1)begin
                    clk_cnt <= 0;
                    o_rx_byte[bit_index] <= i_rx_serial;
                    if(bit_index < 7)begin
                        bit_index <= bit_index + 1;
                        state <= DATA_BYTE;
                    end
                    else begin
                        bit_index <= 0;
                        state <= STOP_BIT;
                    end
                end
                else begin
                    clk_cnt <= clk_cnt + 1;
                    state <= DATA_BYTE;
                end
            end
            STOP_BIT: begin
                if(clk_cnt == CLOCKS_PER_BIT-1)begin
                    clk_cnt <= 0;
                    o_rx_dv <= 1'b1;
                    state <= IDLE;
                end
                else begin
                    clk_cnt <= clk_cnt + 1;
                    state <= STOP_BIT;
                end
            end
            default: state <= IDLE;
        endcase
    end
end
endmodule
$ cat /design/flow/config.mk
export PLATFORM = sky130hd
export DESIGN_NAME = uart_rx
export DESIGN_NICKNAME = uart_rx
export VERILOG_FILES = /design/flow/design.v
export SDC_FILE = /design/flow/constraint.sdc
export NUM_CORES = 4
export LEC_CHECK = 1
export CORE_UTILIZATION = 30
$ cat /design/flow/constraint.sdc
current_design uart_rx

set clk_period 2.6
set clk_io_pct 0.2

create_clock -name clk0 -period $clk_period [get_ports {i_clk}]

set non_clock_inputs [all_inputs -no_clocks]
set_input_delay [expr $clk_period * $clk_io_pct] -clock clk0 $non_clock_inputs
set_output_delay [expr $clk_period * $clk_io_pct] -clock clk0 [all_outputs]
$ cat /design/flow/run.sh
#!/bin/bash
# OpenROAD 26Q1-2900-gdf79404cd8, Yosys 0.63+post, stock flow scripts
make -C /OpenROAD-flow-scripts/flow DESIGN_CONFIG=/design/flow/config.mk WORK_HOME=/design/flow/orfs finish
==> results.yml <==
# synthesis and place-and-route metrics
final_timing:
  maxSlewHeadroom: 0.677
  maxSlewViolCount: 0
  rsz0062_at_grt: "false"
  worstMarginPinSlew_ns: 0.481
  tns_ns: 0
  setup_viol: 0
  timing.hold.ws_ns: 0.471
  finClkSkew_ns: 0.00486
  finalHoldViolations: 0
  max_clock_freq_ghz: 0.444
  finalCriticalPeriod_ns: 2.25
  finalCritPeriodShare: 0.866
route:
  drt-met1-wl_um: 1560
  drc: 0
  top_layer_used: "met4"
  diodes: 0
  num_vias: 1266
  wl_met3_um: 128
  met2_wirelength_um: 1360
  vias_per_cell: 4.95
  antenna_left: 0
  wl_per_cell_um: 12.1
  routed_wl_um: 3090
  dr.pass1.iters: 4
  drt_iter0_markers: 54
placed_design:
  placed_cell_area_sq_um: 1690
  portBuffers: 11
  gp_congestion: 0.883
  hpwl_um: 2230
clocking:
  numClockSinks: 28
  clock.latency.late_pin_ns: 0.27
  ctsHoldBuffers: 0
  cts-root-buf: "clkbuf_8"
  cts_buffer_depth: 2
  cts_tree: "built"
  cts_setup_buffers: 0
  clk_pin_slew_ns: 0.10
  cts-resized-gates: 0
  cts_buffers: 3
  cts_max_level: 1
job:
  maxCapViolations: 0
  warnings: 29
yosys:
  ys.flops: 28
  synth_chip_area_sq_um: 1540
  ys_warn_count: 1
  ys_cells: 183
  synth_area_leader_cell: "dfxtp_1"
  ys_top_cells_by_area: "dfxtp_1, xnor2_1, nor2_1"
  top_cell_area_share: 0.352
  synthesis.instances: 183
  synth_area_sq_um: 1540
  synth_cell_types: 41
  yosysSeqAreaShare: 0.372
  postSynthAreaPerCell_sq_um: 8.39
grt:
  grt_usage: 0.125
  grt_pass1_wl_um: 5280
  first_global_vias: 1174
  grt_max_degree: 16
  antenna_found_initial: 0
  gr-total-overflow: 0
critical_path:
  worstPathArrival_ns: 2.47
  r2r_start: "bit_index[0]"
  startpoint: "bit_index[0]"
  path_class: "register to register"
  endpoint_kind: "register"
  required_ns: 2.81
  startpoint_type: "register"
  worstPathMaxFanout: 10
floorplan:
  core.rowCount: 25
  coreArea_sq_um: 4820
  die_height_um: 73.5
  die_w_um: 73.5
  fp_util: 0.319
  chipArea_sq_um: 5410
  pin_count: 12
pwr:
  power_leakage_uw: 0.000546
  powerDensity_nw_per_um2: 420
  vdd_ir_drop_max_mv: 0.266
  total_power_uw: 737
hold_path:
  hp-class: "register to register"
  min_from: "o_rx_byte[0]"
finish:
  area_delta_synth_final_pct: 14.1
  nFillCells: 527
  design_area_sq_um: 1750
  drive_above_1_share: 0.101
status:
  status: "finished clean"
## registers in the layout (all words and copies together) (netlist names)
signal / cells
clk_cnt: 14
o_rx_dv: 1
o_rx_byte: 8
state: 2
bit_index: 3
## Yosys cell counts
cell type  number
nand2_1        17
or3b_2          1
or4bb_1         1
a211oi_1        1
nor3_1          6
nand4b_1        1
or2_2           1
a31oi_1         2
nor4_1          2
xor2_1          2
and2_1          2
edfxtp_1        1
nand4_1         9
o21a_1          1
a21oi_1         3
a41oi_1         2
a41o_1          1
buf_2           4
nand3_1        13
or4b_2          1
nor4b_1         1
a31o_2          6
and4b_1         1
nor3b_1         1
xnor2_1        12
dfxtp_1        27
nor2_1         22
nor4_4          1
inv_1           9
or4b_1          2
buf_6           1
mux2i_1         1
clkbuf_1        6
or3_1           2
o21ai_0         7
a21o_1          1
and4_1          3
o32a_2          1
ha_1            6
nor4_2          1
nor2b_1         1
## metal layers
metal / up-vias / global-route usage
li1: 665 / -
met1: 573 / 0.180
met2: 24 / 0.202
met3: 4 / 0.0236
met4: 0 / 0.0214
met5: - / 0
## cells by family (layout without fill, tap and decap cells)
group / count (synthesis) / in the layout / share of synthesized area
simple gates: 89 / 89 / 0.321
fa+ha+maj: 6 / 6 / 0.0489
mux: 1 / 1 / 0.00652
flops: 28 / 28 / 0.372
buf+inv: 20 / 26 / 0.0570
compound gates: 25 / 25 / 0.115
xor+xnor: 14 / 14 / 0.0799
## per-stage QoR
| stage | util | std cells | setup WS [ns] |
|---|---|---|---|
| 6_report | 0.364 | 256 | 0.348 |
| 5_1_grt | 0.364 | 256 | 0.168 |
| 4_1_cts | 0.362 | 256 | 0.252 |
| 3_5_place_dp | 0.351 | 252 | 0.295 |
| 3_3_place_gp | 0.351 | 252 | 0.344 |
| 2_1_floorplan | - | 183 | 0.501 |
## final timing paths
check / end / slack [ns] / cells past startpoint
hold reg to reg: o_rx_byte[0] / 0.47 / 2
hold / removal: o_rx_byte[0] / 0.47 / 2
setup / recovery: o_rx_byte[0] / 0.35 / 6
setup reg to reg: o_rx_byte[0] / 0.35 / 6
## area by class of cell
type	instances	area [sq um]	share of cell area
tap	67	83.8	0.0479
multi-input combinational	135	883	0.504
clock buffer	4	55.1	0.0314
inverter	9	33.8	0.0193
sequential	28	571	0.326
timing repair buffer	13	125	0.0714
## critical path: stages (launching register included)
cell and delay [ns]:
dfxtp_1 0.51, inv_1 0.16, ha_1 0.37, or4b_1 0.49
nor4_2 0.23, and4_1 0.25, mux2i_1 0.17
## where the power goes
group,internal [uW],switching [uW]
clock,136,137
sequential,434,4.71
combinational,10.8,15.0
total,580,156
## cells in the final DEF, fill, tap and decap left out, types with 2 or more instances in the layout
cell type,Yosys,routed
a41oi_1,2,2
or4b_1,2,2
a31oi_1,2,2
o21ai_0,7,7
xor2_1,2,2
nand3_1,13,13
dfxtp_1,27,27
nor4_2,1,2
and2_1,2,2
a31o_2,6,6
clkdlybuf4s50_1,0,11
buf_4,0,2
nand4_1,9,9
xnor2_1,12,12
nor3_1,6,6
nor2_1,22,22
ha_1,6,6
or3_1,2,2
inv_1,9,9
and4_1,3,3
clkbuf_8,0,4
nand2_1,17,17
a21oi_1,3,3
Power and IR drop assume default switching activity.
