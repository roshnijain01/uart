$ cat design/flow/config.mk
export PLATFORM = sky130hd
export DESIGN_NAME = uart_tx
export DESIGN_NICKNAME = uart_tx
export VERILOG_FILES = /design/flow/design.v
export SDC_FILE = /design/flow/constraint.sdc
export NUM_CORES = 4
export LEC_CHECK = 1
export CORE_UTILIZATION = 30
$ cat design/flow/constraint.sdc
current_design uart_tx

set clk_period 2.1
set clk_io_pct 0.2

create_clock -name clk0 -period $clk_period [get_ports {i_clk}]

set non_clock_inputs [all_inputs -no_clocks]
set_input_delay [expr $clk_period * $clk_io_pct] -clock clk0 $non_clock_inputs
set_output_delay [expr $clk_period * $clk_io_pct] -clock clk0 [all_outputs]
$ cat design/flow/design.v
module uart_tx#(
    parameter BAUD_RATE = 9600,
    parameter CLOCK_FREQUENCY = 100_000_000  
)(
    input i_clk,
    input i_rstn,    
    input i_tx_dv,   
    input [7:0] i_tx_byte,
    output reg o_tx_active,  
    output reg o_tx_done,    
    output reg o_tx_serial
);
localparam CLKS_PER_BIT = CLOCK_FREQUENCY / BAUD_RATE;
localparam IDLE = 2'b00,
           START_BIT = 2'b01,
           DATA_BYTE = 2'b10,
           STOP_BIT = 2'b11;
reg [1:0] state = 0;
reg [$clog2(CLKS_PER_BIT)-1 : 0] clk_cnt = 0;
reg [2:0] bit_index = 0;
reg [7:0] r_tx_byte;     
always@(posedge i_clk)begin
    if(~i_rstn)begin
        state <= IDLE;
        clk_cnt <= 1'b0;
        bit_index <= 1'b0;
        o_tx_active <= 1'b0;
        o_tx_done <= 1'b0;
        o_tx_serial <= 1'b1;
        r_tx_byte <= 0;
    end
    else begin
        case(state)
            IDLE: begin
                o_tx_done <= 1'b0;
                o_tx_serial <= 1'b1;
                clk_cnt <= 0;
                bit_index <= 0;
                if(i_tx_dv == 1'b1)begin
                    state <= START_BIT;
                    r_tx_byte <= i_tx_byte;
                    o_tx_active <= 1'b1;
                end
                else begin
                    state <= IDLE;
                    o_tx_active <= 1'b0;
                    r_tx_byte <= 0;
                end
            end
            START_BIT: begin
                o_tx_serial <= 1'b0;
                if(clk_cnt == CLKS_PER_BIT-1)begin
                    state <= DATA_BYTE;
                    clk_cnt <= 0;
                end
                else begin
                    clk_cnt <= clk_cnt + 1;
                    state <= START_BIT;
                end
            end
            DATA_BYTE: begin
                o_tx_serial <= r_tx_byte[bit_index];
                if(clk_cnt == CLKS_PER_BIT-1)begin
                    clk_cnt <= 0;
                    if(bit_index < 7)begin
                        bit_index <= bit_index + 1;
                        state <= DATA_BYTE;
                    end
                    else begin
                        bit_index <= 0;
                        state <= STOP_BIT;
                    end
                end
                else begin
                    clk_cnt <= clk_cnt + 1;
                    state <= DATA_BYTE;
                end
            end
            STOP_BIT: begin
                o_tx_serial <= 1'b1;
                if(clk_cnt == CLKS_PER_BIT-1)begin
                    o_tx_done <= 1'b1;
                    o_tx_active <= 1'b0;
                    clk_cnt <= 0;
                    state <= IDLE;
                end
                else begin
                    state <= STOP_BIT;
                    clk_cnt <= clk_cnt + 1;
                end
            end
            default: state <= IDLE;
        endcase
    end
end
endmodule
$ cat design/flow/run.sh
#!/bin/bash
# OpenROAD 26Q1-2900-gdf79404cd8, Yosys 0.63+post, stock flow scripts
make -C /OpenROAD-flow-scripts/flow DESIGN_CONFIG=/design/flow/config.mk WORK_HOME=/design/flow/orfs finish
==> CHANGELOG.md <==
## Implementation

* Proportion of layout cells with a drive suffix above 1 at 10.59%
* Cells in synth_stat.txt at 151
* Die Span Y at 71.62 um
* TritonRoute pass-1 iters at 4
* Post-Route WL at 2674 um
* Root Driver: clkbuf_8
* Via density at 5.023
* Initial antenna violation count at 0
* R2R cell count at 4
* FMAX at 544.8 MHz
* Post-CTS Setup Inserts at 0
* Fp_density at 32.28%
* Register area at 600.6 sq um
* Overall Global Routing Usage at 12.03%
* WP depth at 4
* CP cell instances: or4b_2, nor4_4, a21o_1, o21ai_0
* CTS tree: built
* Logic area at 793.3 sq um
* Core area at 4504 sq um
* Overflow after GRT at 0
* Synthesized area per cell at 9.628 sq um
* Crit. End Element: flip-flop
* DP Wirelength at 1884 um
* Vias in the first global route at 1078
* Chip area at 5129 sq um
* Yosys cell types at 38
* Hold WC Path Type: flip-flop to flip-flop
* Clk buf depth at 2
* Fin crit share at 87.40%
* Max-Cap Viols at 0
* Final slew viol count at 0
* Log Warnings at 29
* Clock Pin Slew Worst Setup and Hold Paths at 0.06 ns
* Cell count after synthesis at 151
* Hold Crit Depth at 1
* WL/cell at 12.05 um
* CP Class: flip-flop to flip-flop
* Slowest cell on the critical path: or4b_2
* Synth Seq Share at 41.31%
* Synth flops at 30
* Via Count at 1115
* RSZ-0062 raised after global routing: false
* Final Hold Viols at 0
* Remaining DRCs at 0
* Max-slew headroom at 76.61%
* CTS resizes at 0
* Min Tclk post-route at 1.835 ns
* Pwr/cell area at 688.3 nW/um^2
* First-pass GRT wire length at 4885 um
* Final core occ at 38.81%
* Crit-path max cell delay at 0.73 ns
* Type of element launching the critical path: flip-flop
* CTS Buf Count at 5
* Buf+Inv Stages, Crit Path at 0
* Pin count of the biggest net entering global routing at 20
* Setup TNS Final at 0 ns
* IO Port Bufs at 13
* Iteration-0 DRC count of the detailed router at 38
* Row cnt at 24
* Antenna viol nets, final at 0
* Top delay family on crit path: simple AND/OR/NAND/NOR gates
* Area after DPL at 1638 sq um
* Hold-fix buffers at CTS at 0
* Yosys stat chip area at 1454 sq um
* # clock sinks at 30
* Latency at later pin at 0.27 ns
* Antenna Cells at 0
* Final Setup Violations at 0
* Status: completed
* Peak supply drop at 0.2507 mV
* Fillers at 439
* Pleak at 0.6121 nW
* Yosys warns at 1
* Synthesis-to-layout area growth at 20.22%
* Clock Skews at 0.006087 ns
* Top-Level Pins at 14
* Worst slew pin tran at 0.3508 ns
* Crit path DRT at 2.26 ns
* Data arrival time of the critical path at 2.00 ns
* Gpl congestion at 0.8130
* Die X at 71.62 um
* Crit path max fanout at 7
* Final Cell Area at 1748 sq um
* Min Hold Slack at 0.4743 ns
* Synthesized area at 1454 sq um
* H-Tree Depth at 2
layout make-up:
class                   count  area share [%]
flip-flops and latches     30           34.36
well taps                  52           3.722
repair buffers             17           9.162
inverters                   5           1.074
multi-input cells         110           45.38
clock buffers               8           6.299
routing by layer:
layer	vias up	global-route usage [%]	share of wire, %
met5	-	0	0
met1	526	18.71	52
met3	2	3.138	3.0
li1	568	-	-
met4	0	2.614	1.3
met2	19	17.30	44
sequential cells by signal, indices dropped and copies added (netlist names):
name and count:
state 2, o_tx_serial 1, r_tx_byte 8, clk_cnt 14
o_tx_done 1, o_tx_active 1, bit_index 3
final timing paths:
check | from | endpoint | slack (ns)
min | clk_cnt[0] | clk_cnt[0] | 0.47
min reg2reg | clk_cnt[0] | clk_cnt[0] | 0.47
max reg2reg | clk_cnt[4] | bit_index[1] | 0.26
max | clk_cnt[4] | bit_index[1] | 0.26
through the flow:
step | total power [mW] | std cells | setup slack, ns
6_report | 1.203 | 222 | 0.2645
5_1_grt | 1.254 | 222 | 0.1690
4_1_cts | 1.216 | 222 | 0.2799
3_5_place_dp | 0.6812 | 214 | 0.2865
3_3_place_gp | 0.6794 | 214 | 0.3294
2_1_floorplan | 0.6470 | 151 | 0.3432
placed cells by master (no fill, tap or decap), types with 2 or more instances in the layout:
cell,synthesis,layout
a21boi_0,2,2
a22oi_1,8,8
and3_1,2,2
and4_1,3,3
buf_4,0,4
clkbuf_8,0,8
clkdlybuf4s50_1,0,13
dfxtp_1,30,30
ha_1,7,7
inv_1,5,5
mux2i_1,2,2
mux4_2,2,2
nand2_1,9,9
nand3_1,5,5
nand3b_1,3,3
nand4_1,3,3
nand4b_1,3,3
nor2_1,17,17
nor2b_1,10,10
nor3_1,2,2
o21ai_0,5,5
xnor2_1,6,6
xor2_1,6,6
where the power goes:
part | total [mW] | leakage (nW) | switching [mW] | internal [mW]
Combinational | 0.0800 | 0.311 | 0.0347 | 0.0453
Sequential | 0.589 | 0.244 | 0.00721 | 0.582
Clock | 0.534 | 0.0575 | 0.203 | 0.330
Total | 1.20 | 0.612 | 0.245 | 0.958
cells by family (layout without fill, tap and decap cells):
kind of cell / after synthesis / after routing / synth area share (%)
and+or+nand+nor: 66 / 66 / 27.02
AOI/OAI and AO/OA: 21 / 21 / 9.811
buffers and inverters: 11 / 30 / 4.130
muxes: 4 / 4 / 4.475
xor gates and xnor gates: 12 / 12 / 7.229
DFF: 30 / 30 / 41.31
adders and majority gates: 7 / 7 / 6.024
synthesized netlist by cell type:
master | number | area share, %
mux4_2 | 2 | 3.1
buf_6 | 1 | 0.77
o21bai_1 | 1 | 0.52
o31ai_1 | 1 | 0.52
buf_8 | 1 | 1.0
nor3_1 | 2 | 0.69
a21oi_1 | 1 | 0.34
clkbuf_1 | 4 | 1.0
nand4b_1 | 3 | 1.8
nand4_1 | 3 | 1.3
nor4_2 | 1 | 0.86
nor4_4 | 1 | 1.5
nor2b_1 | 10 | 4.3
or2_1 | 1 | 0.43
or4b_1 | 1 | 0.69
ha_1 | 7 | 6.0
o21a_1 | 1 | 0.52
o21ai_0 | 5 | 1.7
and3_1 | 2 | 0.86
nand3_1 | 5 | 1.7
or3b_2 | 1 | 0.60
a21boi_0 | 2 | 1.0
xnor2_1 | 6 | 3.6
and4_1 | 3 | 1.8
nand2_1 | 9 | 2.3
dfxtp_1 | 30 | 41
o211ai_1 | 1 | 0.52
inv_1 | 5 | 1.3
nor2_1 | 17 | 4.4
a21o_1 | 1 | 0.52
nor3b_1 | 1 | 0.52
nand3b_1 | 3 | 1.5
or4b_2 | 1 | 0.69
a22oi_1 | 8 | 4.1
and2_1 | 1 | 0.43
xor2_1 | 6 | 3.6
mux2i_1 | 2 | 1.4
and3b_1 | 1 | 0.60
Power figures rest on the tool's default switching activity, not on a simulated workload.
